`./run.sh`:
```
#!/bin/bash
# OpenROAD 26Q1-2900-gdf79404cd8, Yosys 0.63+post, stock flow scripts
make -C /OpenROAD-flow-scripts/flow DESIGN_CONFIG=/design/flow/config.mk WORK_HOME=/design/flow/orfs finish
```
`./config.mk`:
```
export PLATFORM = sky130hd
export DESIGN_NAME = clk_div
export DESIGN_NICKNAME = clk_div
export VERILOG_FILES = /design/flow/design.v
export SDC_FILE = /design/flow/constraint.sdc
export NUM_CORES = 4
export LEC_CHECK = 1
export CORE_UTILIZATION = 50
```
`./constraint.sdc`:
```
current_design clk_div

set clk_period 12.8
set clk_io_pct 0.2

create_clock -name clk0 -period $clk_period [get_ports {clk_in}]

set non_clock_inputs [all_inputs -no_clocks]
set_input_delay [expr $clk_period * $clk_io_pct] -clock clk0 $non_clock_inputs
set_output_delay [expr $clk_period * $clk_io_pct] -clock clk0 [all_outputs]
```
`./design.v`:
```
`timescale 1ns / 1ps
module clk_div(
    input logic clk_in, rstn,
    input logic [31:0] N,
    output logic clk_out
);
    logic [31:0] count;
    always @(posedge clk_in, posedge rstn) begin
        if(rstn) begin
            clk_out <= 1'b1;
            count <= 0;
        end else if(count == ((N>>1)-1)) begin
            clk_out <= ~clk_out;
            count <= 0;
        end else begin
            count <= count + 1'b1;
        end
    end
endmodule
```
==> run summary <==
Summary of the current implementation state.

- The report shows a maximum critical-path fanout of 33.
- The slew of the pin with the lowest slew margin is 748 ps, for reference.
- Entering global routing, the biggest net connects 34 pins.
- The initial antenna violation count is 0, for reference.
- The hold path depth is 1, for reference.
- Yosys reported that registers with async set or reset make up 1.00.
- For this run, the register share of the synthesized area comes to 0.293.
- The post-synthesis sequential element count is 33, for reference.
- The share of synthesized area in the top cell type comes to 0.284.
- The via total after detailed routing is 2422, for reference.
- The clock-pin slew on the worst setup and hold paths is 60 ps, for reference.
- The worst endpoint data arrival time is 5840 ps, for reference.
- The worst register-to-register path has a depth of 8.
- Yosys mapped a number of flops with a built-in enable equal to 0.
- The script extracted a total leakage power of 0.00110 µW.
- The number of buffers created by CTS is 5, for reference.
- After routing, the total negative slack on setup checks comes to 0 ps.
- The iteration-0 DRC count of the detailed router is 153, for reference.
- The count of different cell masters after synthesis is 57, for reference.
- The clock root buffer is sky130_fd_sc_hd__clkbuf_8, for reference.
- After clock tree synthesis, the flow added hold-fix buffers numbering 0.
- Per the final layout report, the fraction of cells sized above drive strength 1 comes to 0.0646.
- After layout, the minimum clock period comes to 5690 ps.
- The I/O pin total is 35, for reference.
- The wire length of the first global-routing pass is 10600 µm, for reference.
- The worst path required time is 12950 ps, for reference.
- The synthesized area per cell is 8.70 µm², for reference.
- In this run the deepest clock path goes through 2 buffers.
- The floorplan has 26 rows.
- The worst hold path class is reg -> reg, for reference.
- The script logs the mean routed wire length per placed instance as 14.8 µm.
- The number of warning messages in the yosys log is 1, for reference.
- The most popular library cell in the synthesized design by count is sky130_fd_sc_hd__nor2_1, for reference.
- The portion of the clock cycle consumed by the worst path in the final layout is 0.445, for reference.
- Ranked by total cell area, the synthesized netlist is headed by sky130_fd_sc_hd__dfrtp_1 (28%), sky130_fd_sc_hd__xor2_1 (11%), sky130_fd_sc_hd__xnor2_1 (10%), sky130_fd_sc_hd__nor2_1 (6.1%), sky130_fd_sc_hd__nand4_1 (3.6%).
- The clock latency of the later-clocked register in the worst-skew pair is 280 ps, for reference.
- The repair_antennas step left the layout with diodes totalling 0.
- The clock tree from TritonCTS is built, for reference.
- The layout-stage area growth over the synthesis result is 16.2%, for reference.
- The area of the die is 5940 µm², for reference.
- The final tally of max-slew violations is 0, for reference.
- The total clock sinks is 33, for reference.
- The ratio of routed vias to standard cells is 5.69, for reference.
- The global-route usage over all layers is 0.228, for reference.
- The setup path with the least slack is of type in -> reg.
- The synth_stat.txt file lists the number of cells as 324.
- The total number of warnings across the stage logs is 27, for reference.
- The final routed wirelength across all metal layers is 6310 µm, for reference.
- In the log, the iteration count for the first detailed-route pass is 4.
- Endpoints failing hold in the final report were tallied at 0.
- Total power normalized to cell area comes to 65.3 nW/µm².
- The synthesized design spends more area on one cell type than any other, namely sky130_fd_sc_hd__dfrtp_1.
- The flow ran to the end, and the final reports show no timing, DRC or antenna violations.
- In this run the post-CTS setup repair buffer count came out at 0.
- The final report lists the setup-violating endpoint count as 0.
- The synthesized netlist handed to floorplanning was reported with a cell count of 324.
- The core area is 5270 µm², for reference.
- The worst supply voltage drop on vdd is 0.0855 mV, for reference.
- The stat command in Yosys gives a chip area of 2820 µm².
- The H-tree generated during clock tree synthesis spans 2 levels.
- Post-synth the commonest register cell is sky130_fd_sc_hd__dfrtp_1.
- The placement-stage worst setup slack is 6850 ps, for reference.
- The initial core utilization is 0.535, for reference.
- From left edge to right edge, the die measures 77.1 µm.
- The max-capacitance violation count is 0, for reference.
- In the final run the clock tree shows a worst skew of 5.56 ps.
- The detailed-placement wirelength estimate is 4790 µm, for reference.
- Setup repair after global routing left no endpoint under its margin.
- The startpoint kind of the worst setup timing path is an input port, for reference.
- The via count of the first global-routing pass is 2212, for reference.
- The worst-case max-slew headroom was logged as 0.497.
- Buffers placed on the I/O ports in this run total 33.
- The final setup slack of the worst path is 7110 ps, for reference.
- After synthesis, the most frequently instantiated cells are sky130_fd_sc_hd__nor2_1 (46), sky130_fd_sc_hd__xor2_1 (37), sky130_fd_sc_hd__xnor2_1 (33).
- The fmax is 176 MHz, for reference.
- The weighted congestion reported at the end of routability-driven placement is 0.840, for reference.
- Once the clock tree was built, the resizer swapped 0 gates to a different size.
- The mapped cell area is 2820 µm², for reference.
- The number of remaining DRC errors is 0, for reference.
- Measured along the y axis, the die boundary spans 77.1 µm.
- Per the post-route antenna check, the number of violating nets is 0.
- The category of the worst setup path capture point is a register, for reference.
- The aggregate global routing overflow is 0, for reference.
## power breakdown
group          switching (µW)  internal, µW  total, µW  leakage, µW
combinational            18.8          17.9       36.7     0.000733
clock                    34.1          38.6       72.7    0.0000395
sequential           0.000135           104        104     0.000323
total                    52.9           161        214      0.00110
## worst max-delay path, cell delays in order
cell and delay, ps:
sky130_fd_sc_hd__clkdlybuf4s50_1 520, sky130_fd_sc_hd__inv_1 100, sky130_fd_sc_hd__ha_1 210, sky130_fd_sc_hd__nor3b_2 490
sky130_fd_sc_hd__nand4_1 330, sky130_fd_sc_hd__xnor2_1 220, sky130_fd_sc_hd__a2111oi_1 460, sky130_fd_sc_hd__nand4_1 220
sky130_fd_sc_hd__nor4_4 250, sky130_fd_sc_hd__buf_4 370, sky130_fd_sc_hd__nor2b_1 90
## flip-flops by register name (all words and copies together) (netlist names)
name	flops
count	32
clk_out	1
## layout make-up
type,count,area [µm²]
Fill cell,467,2000
Sequential cell,33,827
Multi-Input combinational cell,274,1910
Inverter,5,18.8
Tap cell,70,87.6
Clock buffer,8,80.1
Timing Repair Buffer,36,353
## cells in the final DEF, fill, tap and decap left out, types with 2 or more instances in the layout
cell / count
sky130_fd_sc_hd__and3_1: 11
sky130_fd_sc_hd__nand3b_1: 4
sky130_fd_sc_hd__or2_2: 2
sky130_fd_sc_hd__nor3_1: 8
sky130_fd_sc_hd__clkdlybuf4s50_1: 33
sky130_fd_sc_hd__ha_1: 2
sky130_fd_sc_hd__xnor2_1: 33
sky130_fd_sc_hd__inv_1: 5
sky130_fd_sc_hd__o211ai_1: 5
sky130_fd_sc_hd__or3_1: 2
sky130_fd_sc_hd__nand3_1: 15
sky130_fd_sc_hd__buf_4: 3
sky130_fd_sc_hd__and4_1: 9
sky130_fd_sc_hd__or4_1: 6
sky130_fd_sc_hd__nand4_1: 16
sky130_fd_sc_hd__dfrtp_1: 32
sky130_fd_sc_hd__clkbuf_1: 3
sky130_fd_sc_hd__nand2_1: 17
sky130_fd_sc_hd__clkbuf_8: 5
sky130_fd_sc_hd__nor4_1: 9
sky130_fd_sc_hd__nand4b_1: 3
sky130_fd_sc_hd__a311oi_1: 3
sky130_fd_sc_hd__nor2b_1: 5
sky130_fd_sc_hd__nor2_1: 46
sky130_fd_sc_hd__nor3b_1: 3
sky130_fd_sc_hd__nor4_4: 2
sky130_fd_sc_hd__a31oi_1: 3
sky130_fd_sc_hd__xor2_1: 37
sky130_fd_sc_hd__nor3b_2: 2
sky130_fd_sc_hd__nand2b_1: 4
sky130_fd_sc_hd__o31ai_1: 2
## logic make-up (layout without fill, tap and decap cells)
| family | Yosys count | after routing | synth area share |
|---|---|---|---|
| buffers and inverters | 17 | 49 | 0.0297 |
| AOI/OAI and AO/OA | 28 | 28 | 0.0808 |
| adders and majority gates | 2 | 2 | 0.00888 |
| muxes | 1 | 1 | 0.00355 |
| DFF | 33 | 33 | 0.293 |
| and+or+nand+nor | 172 | 172 | 0.360 |
| xor gates and xnor gates | 71 | 71 | 0.223 |
## metrics by stage
stage / cells / total power, µW / utilization / hold WS, ps / cell area, µm²
2_1_floorplan: 324 / 124 / - / 480 / 2820
3_3_place_gp: 418 / 143 / 0.606 / 533 / 3190
3_5_place_dp: 418 / 143 / 0.606 / 533 / 3190
4_1_cts: 426 / 218 / 0.621 / 546 / 3270
5_1_grt: 426 / 225 / 0.621 / 559 / 3270
6_report: 426 / 214 / 0.621 / 543 / 3270
## metal layers
| metal | up-vias | GRT usage | routed length (µm) |
|---|---|---|---|
| li1 | 1248 | - | - |
| met1 | 1115 | 0.415 | 3410 |
| met2 | 57 | 0.304 | 2530 |
| met3 | 2 | 0.0266 | 351 |
| met4 | 0 | 0.0189 | 25 |
| met5 | - | 0 | 0 |
## worst paths after layout
check	from	endpoint	slack, ps
setup / recovery	N[1]	count[9]$_DFF_PP0_	7110
hold / removal	clk_out$_DFFE_PP1N_	clk_out$_DFFE_PP1N_	540
setup reg to reg	count[11]$_DFF_PP0_	count[9]$_DFF_PP0_	10350
hold reg to reg	clk_out$_DFFE_PP1N_	clk_out$_DFFE_PP1N_	540
max in group asynchronous	rstn	clk_out$_DFFE_PP1N_	9790
min in group asynchronous	rstn	count[28]$_DFF_PP0_	2670
Power and IR drop assume default switching activity.
