==> ./design.v <==
`timescale 1ns / 1ps
module divider (
    input logic rst,
    input logic clk,
    input logic [31:0] n,
    output logic clkout
    );
    logic[31:0] q;
    always_ff @(posedge clk, posedge rst) begin
        if (rst)
            q <= 0;
        else if (q >= n - 1)
            q <= 0;
        else
            q <= q + 1'b1;
    end
    assign clkout = (q < (n>>1));
endmodule
==> ./run.sh <==
#!/bin/bash
# OpenROAD 26Q1-2900-gdf79404cd8, Yosys 0.63+post, stock flow scripts
make -C /OpenROAD-flow-scripts/flow DESIGN_CONFIG=/design/flow/config.mk WORK_HOME=/design/flow/orfs finish
==> ./config.mk <==
export PLATFORM = sky130hd
export DESIGN_NAME = divider
export DESIGN_NICKNAME = divider
export VERILOG_FILES = /design/flow/design.v
export SDC_FILE = /design/flow/constraint.sdc
export NUM_CORES = 4
export LEC_CHECK = 1
export CORE_UTILIZATION = 50
==> ./constraint.sdc <==
current_design divider

set clk_period 4.8
set clk_io_pct 0.2

create_clock -name clk0 -period $clk_period [get_ports {clk}]

set non_clock_inputs [all_inputs -no_clocks]
set_input_delay [expr $clk_period * $clk_io_pct] -clock clk0 $non_clock_inputs
set_output_delay [expr $clk_period * $clk_io_pct] -clock clk0 [all_outputs]
==> run summary <==
On the backend side, the flow ran end to end.

The internal power consumption stands at 0.443 mW. For this run, the detailed router's first-pass iteration total came to 4. The shortest clock period the worst path allows after layout stands at 4.59 ns.

The top cell type in the final layout, fill and taps aside, is ha_1. The share of total power dissipated in sequential elements is 0.454. Note, the detailed placer reported a final HPWL of 6270 µm.

The synthesis report gives the async set-or-reset register share as 1.00. The accumulated negative setup slack stands at 0 ns. In this run the clock root is driven by a clkbuf_8. Ranked by flip-flop count, first place goes to q. In this run, the number of DRC markers left after iteration 0 of detailed routing was 121. The power report attributes to the clock group a share of 0.355. According to the CTS report, the clock sink count is 32. According to the timing report, the data required time at the worst endpoint equals 3.84 ns.

The cell depth of the worst flop-to-flop path stands at 8. Of the available clock period, the critical path in the final layout requires 0.957. The initial antenna violation count is 0. The number of OpenROAD warnings stands at 26. The total of buffers placed on input and output ports stands at 34. The number of nets with antenna violations after detailed routing stands at 0. Per the cell usage report, the commonest logic cells after layout are ha_1, nor2_1, xnor2_1. The layout cell share with drive strength beyond 1 stands at 0.0745. After clock tree synthesis, the repair step resized 0 gates.

Among the non-sequential cells, simple AND/OR/NAND/NOR gates take the most area. Static timing analysis puts the maximum clock frequency at 218 MHz. Across every metal layer, demand over resource in global routing totals 0.226. The flop and latch count out of synthesis stands at 32. Per the synth stats, the flop cell with the highest instance count is dfrtp_1. The layer flagged by global routing as most heavily used is met1. The register with the most flip-flops in the layout has 32 of them. The total power per unit cell area stands at 142 nW/µm². The max-slew headroom at the worst pin stands at 0.712. Looking at the max-slew report, the worst-margin pin has a slew of 0.421 ns. The multiplexer fraction of the synthesized cell area stands at 0. The number of pins exceeding their max-slew limit in the final report stands at 0. The routed wirelength normalized by instance count stands at 13.5 µm.

The share of the core area taken by cells at floorplan is 0.520. TritonCTS built the clock tree. After synthesis, the cell types taking the most area are dfrtp_1, ha_1, xnor2_1. The OpenROAD report gives the critical path a data arrival time of 3.63 ns. Per the post-CTS timing run, clock transition at the registers of the reported paths is 0.06 ns. Per the synthesis report, the adder-cell share of the synthesized area is 0.225. The number of hold buffers added after cts stands at 0. The run finished with clean final reports.

The number of max-cap violations stands at 0. The largest registers in the layout are q x32. Once placement finished, the instance area stood at 4090 µm². The instance tally after logic synthesis stands at 420.

The chip height stands at 86.3 µm. The number of design rule violations left after detail routing stands at 0. Of the total power, the share spent switching nets is 0.255.

On met1, the global router reports a usage of 0.362. Yosys mapped a number of flops with a built-in enable equal to 0. The power dissipated by switching net loads stands at 0.152 mW. The number of fill cells in the layout stands at 639. Setup repair after global routing left no endpoint under its margin.

Antenna repair during routing inserted a diode count of 0. The minimum setup slack among reg-to-reg paths stands at 2.18 ns. The routability congestion estimate stands at 0.869. The analysis attributes to cell leakage a power of 1.95 nW. The number of cells in the yosys synthesis report stands at 420. The global route stage reports its total congestion overflow as 0.

The area share of the largest cell type after synthesis stands at 0.225. The level count of the clock H-tree stands at 2. The routed design shows a via density per instance of 5.25. The critical path is of the in2out type. According to the Yosys statistics, the synthesized design has a chip area of 3550 µm². The worst-case clock skew stands at 0.0109 ns. Summing every instance area after synthesis gives 3550 µm². The largest total area in the synthesized netlist belongs to dfrtp_1.

The wire length of the first global-routing pass stands at 12900 µm. Counting along the longest clock path gives a buffer depth of 2. The floorplan step defined a core boundary enclosing 6830 µm². The xor and xnor fraction of the mapped netlist area stands at 0.148. In the post-route report, total wirelength is listed as 7650 µm. The warning tally printed by Yosys for this design is 1. The most critical setup path has its startpoint at n[12]. The worst-case IR drop observed on VDD is 166 µV. The worst register-to-register path begins at q[2].

The total number of placement rows stands at 30. STA classifies the critical path endpoint as an output port. The most critical setup path has its endpoint at clkout. STA lists the maximum fanout along the critical path as 3.

The met3 routing resource usage after global routing stands at 0.0329. The worst setup path is launched from an input pin. The final hold violation count recorded for this run is 0. Counting the buffers created by CTS gives 5. The total of endpoints with negative setup slack in the final report stands at 0. For met2 alone, demand over resource in global routing was 0.352. The final design area excluding fillers stands at 4180 µm². The via count of the first global-routing pass was 2713. The post-CTS setup repair buffer count stands at 0. The area share of and-or/or-and cells after synthesis stands at 0.0954. Checking hold timing, the worst path is listed with class reg2reg. The overall die size recorded for this design is 7450 µm². The synthesized netlist contains 46 unique library cells. The post-synthesis area per instance stands at 8.46 µm².

The growth of design area from synthesis to finish stands at 17.6%. For the worst reg-to-reg path, the endpoint reported by OpenROAD is q[28]. The width of the die stands at 86.3 µm. Detailed routing inserted a total of 2972 vias.

The insertion delay at the late pin of the worst-skew pair stands at 0.28 ns. 35 I/O pins were placed. The largest net degree at the start of global routing stands at 33. The register area share after synthesis stands at 0.225. Of the total synthesized cell area, the portion taken by AND, OR, NAND and NOR gates is 0.252. The portion of total power attributed to combinational logic stands at 0.192.
## synth_stat cells, types with 3 or more instances
library cell	count
dfrtp_1	32
nor2_1	54
a211oi_1	5
nor3_2	3
nand4_1	12
nor3_1	13
inv_1	42
or3_1	4
a21o_1	6
ha_1	64
and3_1	5
o21ai_0	6
nor4_1	3
nand2_1	27
xnor2_1	53
nor2_2	3
buf_6	3
and4_1	5
xor2_1	7
nor4_4	3
a21oi_1	22
nand3_1	19
## per-layer routing
metal / vias to the layer above / part of all wire / wire [µm]
met1: 1364 / 0.52 / 3990
met3: 5 / 0.029 / 224
met2: 37 / 0.44 / 3400
li1: 1566 / - / -
met4: 0 / 0.0042 / 32
met5: - / 0 / 0
## worst min-delay path by stage
stage | slack, ns | to | depth (start not counted) | from
CTS | 0.55 | q[0] | 1 | q[0]
global route | 0.59 | q[0] | 1 | q[0]
finish | 0.54 | q[0] | 1 | q[0]
## final cells by class
class | instances | area, µm² | share of cell area
well taps | 96 | 120 | 0.0288
flip-flops and latches | 32 | 801 | 0.192
clock buffers | 8 | 90.1 | 0.0216
repair buffers | 45 | 448 | 0.107
multi-input cells | 343 | 2560 | 0.613
inverters | 42 | 158 | 0.0377
## cells by family (layout without fill, tap and decap cells)
family / after synthesis / in the layout
adder cells (fa/ha/maj): 64 / 64
XOR/XNOR: 60 / 60
buffers and inverters: 45 / 95
AND-OR/OR-AND: 53 / 53
AND/OR/NAND/NOR: 166 / 166
flip-flops: 32 / 32
## power groups by stage
stage | Combinational (mW) | Sequential, mW | Clock, mW
4_1_cts | 0.115 | 0.270 | 0.215
5_1_grt | 0.128 | 0.270 | 0.224
6_report | 0.114 | 0.270 | 0.211
## per-stage QoR
stage                     setup WS (ns)   util  hold slack, ns  std cells  total power [mW]
after global routing             0.0340  0.612           0.590        566             0.621
after detailed placement          0.201  0.598           0.536        558             0.388
after CTS                         0.192  0.612           0.546        566             0.600
after floorplan                    1.08      -           0.485        420             0.333
final                             0.209  0.612           0.539        566             0.594
after global placement            0.175  0.598           0.540        558             0.387
## worst max-delay path, stage by stage
cell	delay, ns
clkdlybuf4s50_1	0.50
inv_1	0.09
ha_1	0.33
nand2_1	0.07
o21ai_1	0.19
a41oi_1	0.09
or4_1	0.45
o211a_1	0.26
o31a_1	0.29
clkdlybuf4s50_1	0.40
Power figures rest on the tool's default switching activity, not on a simulated workload.
