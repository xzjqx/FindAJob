$ cat flow/design.v
module alu(
    input logic [3:0] A, B, aluop,
    output logic [3:0] y0, y1,
    output logic [1:0] ov
);
    logic [3:0] A0, B0;
    assign A0 = (aluop == 4'b1010 && A[3] == 1'b1) ? ((~A) + 1) : A;
    assign B0 = (aluop == 4'b1101 || aluop == 4'b1100 || (aluop == 4'b1010 && B[3] == 1'b1)) ? ((~B) + 1) : B;
    logic [7:0] temp, mulres;
    assign temp = A0 * B0;
    assign mulres = (aluop == 4'b1010 && (A[3] ^ B[3])) ? (~temp + 1) : temp;
    logic [3:0] S;
    logic C;
    rca rca0(.A(A), .B(B0), .S(S), .C(C));
    assign ov[1] = (aluop == 4'b1011 || aluop == 4'b1100) ? (~A[3] & ~B0[3] & S[3]) + (A[3] & B0[3] & ~S[3]) : 1'b0;
    assign ov[0] = (aluop == 4'b1011 || aluop == 4'b1100) ? C : 1'b0;
    assign y0 = (aluop == 4'b0000  ) ? A & B : 
                (aluop == 4'b0001   ) ? A | B : 
                (aluop == 4'b0010  ) ? A ^ B : 
                (aluop == 4'b0011 ) ? ~(A & B) : 
                (aluop == 4'b0100  ) ? ~(A | B) : 
                (aluop == 4'b0101 ) ? ~(A ^ B) : 
                (aluop == 4'b0110  ) ? A << B[1:0] : 
                (aluop == 4'b0111  ) ? A >> B[1:0] : 
                (aluop == 4'b1000  ) ? (({4{A[3]}} << (3'd4-{1'b0, B[1:0]})) | A >> B[1:0]) : 
                (aluop == 4'b1001) ? mulres[3:0] : 
                (aluop == 4'b1010 ) ? mulres[3:0] : 
                (aluop == 4'b1011  ) ? S : 
                (aluop == 4'b1100  ) ? S : 
                (aluop == 4'b1101  ) ? ((A[3] && !B[3]) || (A[3] && B[3] && S[3]) || (!A[3] && !B[3] && S[3])) : 4'b0000; 
    assign y1 = (aluop == 4'b1001) ? mulres[7:4] : 
                (aluop == 4'b1010 ) ? mulres[7:4] : 4'b0000; 
endmodule
module fulladder(
    input logic A, B, Cin,
    output logic S, Cout
);
    assign S = A ^ B ^ Cin;
    assign Cout = (A & B) + ((A ^ B) & Cin);
endmodule
module rca(
    input logic [3:0] A, B,
    output logic [3:0] S,
    output logic C
);
    logic [3:0] carry;
    assign carry[0] = 0;
    fulladder U1(.A(A[0]), .B(B[0]), .Cin(carry[0]), .S(S[0]), .Cout(carry[1]));
    fulladder U2(.A(A[1]), .B(B[1]), .Cin(carry[1]), .S(S[1]), .Cout(carry[2]));
    fulladder U3(.A(A[2]), .B(B[2]), .Cin(carry[2]), .S(S[2]), .Cout(carry[3]));
    fulladder U4(.A(A[3]), .B(B[3]), .Cin(carry[3]), .S(S[3]), .Cout(C));
endmodule
$ cat flow/run.sh
#!/bin/bash
# OpenROAD 26Q1-2900-gdf79404cd8, Yosys 0.63+post, stock flow scripts
make -C /OpenROAD-flow-scripts/flow DESIGN_CONFIG=/design/flow/config.mk WORK_HOME=/design/flow/orfs finish
$ cat flow/config.mk
export PLATFORM = sky130hd
export DESIGN_NAME = alu
export DESIGN_NICKNAME = alu
export VERILOG_FILES = /design/flow/design.v
export SDC_FILE = /design/flow/constraint.sdc
export NUM_CORES = 4
export LEC_CHECK = 1
export CORE_AREA = 10 10 106 106
export DIE_AREA = 0 0 116 116
$ cat flow/constraint.sdc
current_design alu

set clk_period 12.2
set clk_io_pct 0.2

create_clock -name clk0 -period $clk_period

set non_clock_inputs [all_inputs -no_clocks]
set_input_delay [expr $clk_period * $clk_io_pct] -clock clk0 $non_clock_inputs
set_output_delay [expr $clk_period * $clk_io_pct] -clock clk0 [all_outputs]
==> impl_metrics.env <==
# physical design summary
export IMPL_required_ns=9.76
export IMPL_start_kind="input port"
export IMPL_path_class="in2out"
export IMPL_yosys_cells=257
export IMPL_path_max_fanout=22
export IMPL_dr_pass1_iters=4
export IMPL_end_kind="output port"
export IMPL_lay_top_cells="30 x nor2_1, 27 x ha_1, 26 x inv_1, 22 x clkdlybuf4s50_1, 16 x nand2_1"
export IMPL_nFlopsAndLatches=0
export IMPL_finalSetupTns_ns=0
export IMPL_netlist_area_sq_um=1832
export IMPL_slew_violations=0
export IMPL_pre_cts_slack_ns=2.105
export IMPL_areaGrowthSynthToFinish_pct=16.39
export IMPL_layout_top_cell="nor2_1"
export IMPL_drv_cap=0
export IMPL_worstMarginPinSlew_ns=0.7429
export IMPL_grt_max_degree=34
export IMPL_ys_area_sq_um=1832
export IMPL_routed_wl_um=5204
export IMPL_grt_pass1_wl_um=8804
export IMPL_hold_viol=0
export IMPL_grt_pass1_vias=1767
export IMPL_fp_util_pct=20.70
export IMPL_power_density_nw_per_um2=47.07
export IMPL_cts_resized=0
export IMPL_vias=1879
export IMPL_met1_usage_pct=11.52
export IMPL_fin_crit_ns=10.11
export IMPL_chipHeight_um=116
export IMPL_timing_slew_headroom_pct=50.32
export IMPL_grt_overflow_total=0
export IMPL_place_gp_congestion=0.9563
export IMPL_fin_util_pct=24.10
export IMPL_rsz0062_at_grt="false"
export IMPL_ys_warnings_count=0
export IMPL_flop_area_sq_um=0
export IMPL_row_count=34
export IMPL_synth_cells=257
export IMPL_peakVddDrop_mv=0.01280
export IMPL_grtUsageTotal_pct=7.787
export IMPL_io_pins=22
export IMPL_antenna_found_initial=0
export IMPL_antenna_left=0
export IMPL_finalCritPeriodShare_pct=82.91
export IMPL_status="finished clean"
export IMPL_max_freq_ghz=0.09887
export IMPL_yosysSeqAreaShare_pct=0
export IMPL_synthDistinctLibCells=57
export IMPL_hold_depth=5
export IMPL_dp_hpwl_um=4210
export IMPL_arrival_ns=7.67
export IMPL_drive_above_1_share_pct=7.090
export IMPL_dieArea_sq_um=13460
export IMPL_fill_cells=964
export IMPL_diodes=0
export IMPL_met3_usage_pct=0.7849
export IMPL_cts_hold_buffers=0
export IMPL_drc=0
export IMPL_syn_area_per_cell_sq_um=7.127
export IMPL_setup_viol=0
export IMPL_report_power_total_uw=100.4
export IMPL_n_clock_buffer=0
export IMPL_via_per_inst=4.997
export IMPL_core_area_sq_um=8848
export IMPL_p_leak_uw=0.0009171
export IMPL_top_usage_layer="met2"
export IMPL_die_w_um=116
export IMPL_io_buffers=22
export IMPL_warning_count=40
export IMPL_drtIter0Drc=118
export IMPL_hp_class="in2out"
export IMPL_setup_slack_ns=2.085
export IMPL_wl_per_cell_um=13.84
export IMPL_gr_usage_met2_pct=11.87
export IMPL_cts_setup_buffers=0
[through the flow]
stage	cells	hold WS [ns]	cell area, sq um
floorplan	257	5.069	1832
global placement	376	6.209	2132
detailed placement	376	6.243	2132
CTS	376	6.243	2132
global route	376	6.313	2132
finish	376	6.229	2132
[routing by layer]
| metal | vias to the layer above | wire length (um) |
|---|---|---|
| met2 | 66 | 2227 |
| met5 | - | 0 |
| met4 | 0 | 121 |
| li1 | 942 | - |
| met3 | 8 | 425 |
| met1 | 863 | 2430 |
[critical path, cell delays in order]
cell and delay (ns):
clkdlybuf4s50_1 0.95, and4bb_2 0.33, o21ai_1 0.10, or2_2 0.34
xnor2_1 0.18, or2_2 0.33, fa_1 0.50, inv_1 0.05
fa_1 0.52, ha_1 0.31, a211oi_1 0.33, nor2_1 0.11
xor2_1 0.18, o31a_1 0.31, mux2_2 0.22, clkdlybuf4s50_1 0.46
[synth_stat cells, drive strengths merged (2+ instances only)]
library cell | number | share of area [%]
a211oi | 5 | 2.0
a21oi | 14 | 3.8
a311oi | 2 | 0.96
a32oi | 3 | 1.4
and2 | 2 | 0.68
buf | 9 | 2.8
clkbuf | 3 | 0.61
fa | 7 | 7.7
ha | 27 | 18
inv | 26 | 5.3
mux2i | 13 | 7.1
nand2 | 16 | 3.3
nand2b | 6 | 2.0
nand3 | 5 | 1.4
nor2 | 30 | 6.1
nor2b | 6 | 2.0
nor3 | 6 | 1.6
o211ai | 4 | 1.6
o21ai | 15 | 4.1
o221ai | 4 | 2.6
o22a | 2 | 0.96
o22ai | 3 | 1.0
o31a | 2 | 1.0
o31ai | 2 | 0.82
or2 | 9 | 3.2
or3 | 2 | 0.68
or3b | 3 | 1.6
xnor2 | 5 | 2.4
xor2 | 5 | 2.4
[path summary, 6_finish.rpt]
kind	endpoint	from
worst min-delay path	y0[2]	B[2]
worst max-delay path	y1[3]	aluop[1]
[power by group]
part | switching (uW) | leakage [uW] | internal [uW]
Combinational | 55.9 | 0.000917 | 44.5
Sequential | 0 | 0 | 0
Clock | 0 | 0 | 0
[cell type report]
type	count	area, sq um	share of cell area (%)
multi-input cells	219	1672	78.40
inverters	26	97.59	4.577
repair buffers	23	227.7	10.68
well taps	108	135.1	6.338
[logic make-up (layout without fill, tap and decap cells)]
| family | Yosys count | count (layout) | share of synthesized area (%) |
|---|---|---|---|
| simple gates | 93 | 93 | 26.37 |
| compound gates | 68 | 68 | 26.30 |
| buf+inv | 38 | 49 | 8.743 |
| fa+ha+maj | 34 | 34 | 26.09 |
| mux | 14 | 14 | 7.718 |
| xor+xnor | 10 | 10 | 4.781 |
No activity file was given, so power comes from the tool's default toggle rates.
